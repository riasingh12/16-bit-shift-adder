### design/flow/config.mk
export PLATFORM = sky130hd
export DESIGN_NAME = shift_adder
export DESIGN_NICKNAME = shift_adder
export VERILOG_FILES = /design/flow/design.v
export SDC_FILE = /design/flow/constraint.sdc
export NUM_CORES = 4
export LEC_CHECK = 1
export CORE_AREA = 10 10 106 106
export DIE_AREA = 0 0 116 116
### design/flow/constraint.sdc
current_design shift_adder

set clk_period 1.4
set clk_io_pct 0.2

create_clock -name clk0 -period $clk_period [get_ports {clk}]

set non_clock_inputs [all_inputs -no_clocks]
set_input_delay [expr $clk_period * $clk_io_pct] -clock clk0 $non_clock_inputs
set_output_delay [expr $clk_period * $clk_io_pct] -clock clk0 [all_outputs]
### design/flow/design.v
module invert (input wire i, output wire o);
  assign o = !i;
endmodule
module and2 (input wire i0, i1, output wire o);
  assign o = i0 & i1;
endmodule
module or2 (input wire i0, i1, output wire o);
  assign o = i0 | i1;
endmodule
module or3 (input wire i0, i1, i2, output wire o);
  wire t;
  or2 or2_0 (i0, i1, t);
  or2 or2_1 (i2, t, o);
endmodule
module xor2 (input wire i0, i1, output wire o);
  assign o = i0 ^ i1;
endmodule
module xor3 (input wire i0, i1, i2, output wire o);
  wire t;
  xor2 xor2_0 (i0, i1, t);
  xor2 xor2_1 (i2, t, o);
endmodule
module mux2 (input wire i0, i1, j, output wire o);
  assign o = (j==0)?i0:i1;
endmodule
module df (input wire clk, in, output wire out);
  reg df_out;
  always@(posedge clk) df_out <= in;
  assign out = df_out;
endmodule
module dfr (input wire clk, reset, in, output wire out);
  wire reset_, df_in;
  invert invert_0 (reset, reset_);
  and2 and2_0 (in, reset_, df_in);
  df df_0 (clk, df_in, out);
endmodule
module dfrl (input wire clk, reset, load, in, output wire out);
wire _in;
  mux2 mux2_0(out, in, load, _in);
  dfr dfr_1(clk, reset, _in, out);
endmodule
module fulladder (input wire i0, i1, cin, output wire sum, cout);  
wire t0, t1, t2;
  xor3 _i0 (i0, i1, cin, sum);
  and2 _i1 (i0, i1, t0);
  and2 _i2 (i1, cin, t1);
  and2 _i3 (cin, i0, t2);
  or3 _i4 (t0, t1, t2, cout);
endmodule
module shift_ff(input wire clk, reset, shift, prev_dff, d_in, output wire q);
  mux2 m(d_in, prev_dff, shift, in);  
  dfrl ff(clk, reset, 1'b1, in, q);
endmodule
module shift_register(input wire clk, reset, load, input wire [15:0] in, 
                      output wire out_bit, output wire [15:0] contents);
wire shift;  
wire intermediate[14:0]; 
  invert n1 (load, shift);
  shift_ff d1(clk, reset, shift, 1'b0, in[15], intermediate[14]);
  shift_ff d2(clk, reset, shift, intermediate[14], in[14], intermediate[13]);
  shift_ff d3(clk, reset, shift, intermediate[13], in[13], intermediate[12]);
  shift_ff d4(clk, reset, shift, intermediate[12], in[12], intermediate[11]);
  shift_ff d5(clk, reset, shift, intermediate[11], in[11], intermediate[10]);
  shift_ff d6(clk, reset, shift, intermediate[10], in[10], intermediate[9]);
  shift_ff d7(clk, reset, shift, intermediate[9], in[9], intermediate[8]);
  shift_ff d8(clk, reset, shift, intermediate[8], in[8], intermediate[7]);
  shift_ff d9(clk, reset, shift, intermediate[7], in[7], intermediate[6]);
  shift_ff d10(clk, reset, shift, intermediate[6], in[6], intermediate[5]);
  shift_ff d11(clk, reset, shift, intermediate[5], in[5], intermediate[4]);
  shift_ff d12(clk, reset, shift, intermediate[4], in[4], intermediate[3]);
  shift_ff d13(clk, reset, shift, intermediate[3], in[3], intermediate[2]);
  shift_ff d14(clk, reset, shift, intermediate[2], in[2], intermediate[1]);
  shift_ff d15(clk, reset, shift, intermediate[1], in[1], intermediate[0]);
  shift_ff d16(clk, reset, shift, intermediate[0], in[0], out_bit);
  assign contents = {intermediate[14], intermediate[13], intermediate[12], intermediate[11], intermediate[10], intermediate[9], 
                     intermediate[8], intermediate[7], intermediate[6], intermediate[5], intermediate[4], intermediate[3], 
                     intermediate[2], intermediate[1], intermediate[0], out_bit};
endmodule
module shift_resgister_out(input wire clk, reset, in1, output wire [15:0] sum);
wire intermediate[14:0];  
  dfrl d1(clk, reset, 1'b1, in1, intermediate[14]);
  dfrl d2(clk, reset, 1'b1, intermediate[14], intermediate[13]);
  dfrl d3(clk, reset, 1'b1, intermediate[13], intermediate[12]);
  dfrl d4(clk, reset, 1'b1, intermediate[12], intermediate[11]);
  dfrl d5(clk, reset, 1'b1, intermediate[11], intermediate[10]);
  dfrl d6(clk, reset, 1'b1, intermediate[10], intermediate[9]);
  dfrl d7(clk, reset, 1'b1, intermediate[9], intermediate[8]);
  dfrl d8(clk, reset, 1'b1, intermediate[8], intermediate[7]);
  dfrl d9(clk, reset, 1'b1, intermediate[7], intermediate[6]);
  dfrl d10(clk, reset, 1'b1, intermediate[6], intermediate[5]);
  dfrl d11(clk, reset, 1'b1, intermediate[5], intermediate[4]);
  dfrl d12(clk, reset, 1'b1, intermediate[4], intermediate[3]);
  dfrl d13(clk, reset, 1'b1, intermediate[3], intermediate[2]);
  dfrl d14(clk, reset, 1'b1, intermediate[2], intermediate[1]);
  dfrl d15(clk, reset, 1'b1, intermediate[1], intermediate[0]);
  assign sum = {in1, intermediate[14], intermediate[13], intermediate[12], intermediate[11], intermediate[10],
                intermediate[9], intermediate[8], intermediate[7], intermediate[6], intermediate[5], 
                intermediate[4], intermediate[3], intermediate[2], intermediate[1], intermediate[0]};
endmodule
module shift_adder (input wire clk, reset, load, input wire [15:0] a, b, 
                    output wire [15:0] contents_a, contents_b, op, output wire carry);
  wire t1, t2, fa_out, cin, cout;
  shift_register a0(clk, reset, load, a, t1, contents_a);
  shift_register b0(clk, reset, load, b, t2, contents_b);
  fulladder fa(t1, t2, cin, fa_out, cout);
  dfrl carry_hold(clk, reset, 1'b1, cout, cin);  
  shift_resgister_out ans(clk, reset, fa_out, op);
  assign carry = cout;
endmodule
### design/flow/run.sh
#!/bin/bash
# OpenROAD 26Q1-2900-gdf79404cd8, Yosys 0.63+post, stock flow scripts
make -C /OpenROAD-flow-scripts/flow DESIGN_CONFIG=/design/flow/config.mk WORK_HOME=/design/flow/orfs finish
==> results.ini <==
[run_status]
status = finished with violations
failed_checks = negative setup slack

[setup_path]
worstPathBufferInverterCount = 1
max_stage_delay_ps = 560
critical_path.slowest_cell = sky130_fd_sc_hd__fa_2
required_ps = 1120
r2r_end = ans.d1.dfr_1.df_0.df_out$_DFF_P_
critPathLaunch = carry_hold.dfr_1.df_0.df_out$_DFF_P_
worstPathCellList = fa_2 > buf_2
critPathCapture = op[15]
reg2regPathDepth = 3
timing.reg2reg.setup_slack_ps = 240
crit_fanout = 2
start_kind = flip-flop
path_class = flip-flop to output pin
cp.depth = 2
timing.rr.start = carry_hold.dfr_1.df_0.df_out$_DFF_P_
critPathCaptureType = output pin
critPathTopFamily = adder cells
critPathArrivalTime_ps = 1280

[sta]
timing.fmax_mhz = 643
finalClockPeriodUsage_pct = 111
slew-limit-headroom_pct = 85.0
timing_max_transition_violations_final = 0
setup_viol = 2
timing_hold_violations_final = 0
clock_skews_ps = 5.26
grt_setup_unrepaired = yes
worstMarginPinSlew_ps = 225
setup_slack_ps = -155
shortest_period_the_worst_path_allows_ps = 1560

[placed_design]
dpl.cell_count = 320
dp_slack_ps = -215
place.detailed.hpwl_um = 3160
place.port_buffers = 83
gpl.final_weighted_congestion = 0.691
dpl-instance-area_um2 = 2510

[power_and_ir_drop]
ir_worst_vdd_mv = 0.355
proportion_of_total_power_due_to_net_switching_pct = 22.4
share_seq_of_total_power_pct = 56.7
cellInternalPower_mw = 2.00
combinationalPowerShare_pct = 12.7
cellPowerDensity_nw_per_um2 = 954
leakage_nw = 1.50
clock_power_share_pct = 30.6
power_switching_mw = 0.577

[drt]
route.antenna.diode_count = 0
antenna_violating_nets_post_route = 0
dr.first_iter.drc_count = 13
viasPerCell = 3.66
routed_wirelength_um = 4380
remaining_drc_errors = 0
drt-pass1-iter-count = 2
dr_total_vias = 1209
wire_per_inst_um = 13.3

[global_route]
antenna_found_initial = 0
grt_start_max_net_pins = 49
globalRouteOverflowTotal = 0
number_of_global_route_vias_before_repair = 1250
groute.usage.overall_pct = 6.31
grt_first_pass_wirelength_um = 6710

[yosys]
yosys_warnings = 4
synth_chip_area_um2 = 1970
synth.cells.most_frequent = 48 x sky130_fd_sc_hd__buf_4, 48 x sky130_fd_sc_hd__dfxtp_1, 30 x sky130_fd_sc_hd__mux2i_1, 30 x sky130_fd_sc_hd__nor2_1, 13 x sky130_fd_sc_hd__nor2b_1
top_area_share_pct = 48.8
synth_area_leader_cell = sky130_fd_sc_hd__dfxtp_1
synth_area_um2 = 1970
netlist_top_cells_area = sky130_fd_sc_hd__dfxtp_1 49%, sky130_fd_sc_hd__buf_4 18%, sky130_fd_sc_hd__mux2i_1 15%
synthFlopType = sky130_fd_sc_hd__dfxtp_1
synth_flops = 48
ys_cells = 184
edf_count = 0
ys_seq_share_pct = 48.8
syn_avg_cell_area_um2 = 10.7
synth_cells = 184
synthArstFlopShare_pct = 0
synth_cell_types = 12

[clocking]
clk_pin_slew_ps = 90
tritoncts.num_buffers = 5
tritoncts_clock_tree = done
ctsHtreeMaxLevel = 2
root_buf_cell = sky130_fd_sc_hd__clkbuf_8
clock.latency.late_pin_ps = 290
clock_sinks = 48
cts.path.max_buffers = 2

[layout]
layout.area.comb_um2 = 557
post-route-util_pct = 30.5
layout.filler_cells = 918
drive_gt1_share_pct = 27.5
area_delta_synth_final_pct = 37.1
sequential_cell_area_um2 = 1020
final_area_um2 = 2700
instances_no_fill = 330

[floorplanning]
top_ports = 84
die_h_um = 116
fp-row-count = 34
chip_area_um2 = 13500
floorplan.die.width_um = 116
fp-utilization_pct = 22.3
floorplan.core_area_um2 = 8850

[worst_hold_path]
min_delay_path_depth = 3
hp_class = input port to flip-flop

[flow_run]
tool_warnings = 27
timing.max_cap.violations = 0

==> power by group through the flow <==
| stage | Clock, mW | Combinational, mW | Sequential (mW) |
|---|---|---|---|
| after CTS | 0.844 | 0.348 | 1.46 |
| after global routing | 0.893 | 0.368 | 1.47 |
| final | 0.789 | 0.327 | 1.46 |
==> worst register-to-register path: stages (launching register included) <==
cell and delay (ps):
sky130_fd_sc_hd__dfxtp_2 330, sky130_fd_sc_hd__fa_2 460, sky130_fd_sc_hd__buf_4 140, sky130_fd_sc_hd__and2b_1 140
==> per-stage QoR <==
| step | power [mW] | TNS (ps) | hold WS (ps) |
|---|---|---|---|
| 2_1_floorplan | 1.68 | 0 | 427 |
| 3_3_place_gp | 1.84 | -233 | 445 |
| 3_5_place_dp | 1.84 | -266 | 448 |
| 4_1_cts | 2.65 | -215 | 413 |
| 5_1_grt | 2.73 | -275 | 428 |
| 6_report | 2.58 | -158 | 409 |
==> worst min-delay path by stage <==
stage	end	start	slack [ps]
4_1_cts	ans.d14.dfr_1.df_0.df_out$_DFF_P_	reset	410
5_1_grt	b0.d4.ff.dfr_1.df_0.df_out$_DFF_P_	reset	430
6_report	ans.d12.dfr_1.df_0.df_out$_DFF_P_	reset	410
==> repair_timing <==
item / in CTS / in global routing
pin swaps: 1 / 0
endpoints found under the setup margin: 32 / 32
hold buffers: 0 / 0
gates resized: 49 / 37
setup buffers: 2 / 1
gates cloned: 0 / 0
==> cells by family after synthesis <==
logic type / synth area share (%)
adder cells (fa/ha/maj): 1.02
buffers and inverters: 23.1
multiplexers: 15.2
AND/OR/NAND/NOR: 11.9
flip-flops: 48.8
==> area by class of cell <==
cell class	count	area share, %
Tap cell	108	5.00
Clock inverter	1	0.185
Clock buffer	6	2.69
Multi-Input combinational cell	79	20.6
Sequential cell	48	37.7
Timing Repair Buffer	88	33.8
==> metal layers <==
metal  vias to the layer above  global-route usage (%)  wire length (um)
met1                       552                    8.00              1830
li1                        608                       -                 -
met5                         -                       0                 0
met4                         0                   0.751                24
met3                         2                    3.35               570
met2                        47                    9.67              1950
==> cells in the final DEF, fill, tap and decap left out <==
cell type / n
sky130_fd_sc_hd__and2b_1: 3
sky130_fd_sc_hd__clkinv_2: 1
sky130_fd_sc_hd__fa_2: 1
sky130_fd_sc_hd__buf_12: 2
sky130_fd_sc_hd__buf_4: 3
sky130_fd_sc_hd__clkbuf_1: 1
sky130_fd_sc_hd__dfxtp_2: 45
sky130_fd_sc_hd__dlygate4sd2_1: 12
sky130_fd_sc_hd__nor2_1: 30
sky130_fd_sc_hd__dlymetal6s2s_1: 22
sky130_fd_sc_hd__clkbuf_8: 5
sky130_fd_sc_hd__and3b_1: 2
sky130_fd_sc_hd__dfxtp_1: 3
sky130_fd_sc_hd__mux2i_1: 30
sky130_fd_sc_hd__nor2b_1: 13
sky130_fd_sc_hd__clkdlybuf4s50_1: 45
sky130_fd_sc_hd__buf_2: 4
No activity file was given, so power comes from the tool's default toggle rates.
